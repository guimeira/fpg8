==> ./run.sh <==
#!/bin/bash
# OpenROAD 26Q1-2900-gdf79404cd8, Yosys 0.63+post, stock flow scripts
make -C /OpenROAD-flow-scripts/flow DESIGN_CONFIG=/design/flow/config.mk WORK_HOME=/design/flow/orfs finish
==> ./config.mk <==
export PLATFORM = sky130hd
export DESIGN_NAME = memory_controller
export DESIGN_NICKNAME = memory_controller
export VERILOG_FILES = /design/flow/design.v
export SDC_FILE = /design/flow/constraint.sdc
export NUM_CORES = 4
export LEC_CHECK = 1
export CORE_UTILIZATION = 40
==> ./constraint.sdc <==
current_design memory_controller

set clk_period 2.3
set clk_io_pct 0.2

create_clock -name clk0 -period $clk_period [get_ports {clk}]

set non_clock_inputs [all_inputs -no_clocks]
set_input_delay [expr $clk_period * $clk_io_pct] -clock clk0 $non_clock_inputs
set_output_delay [expr $clk_period * $clk_io_pct] -clock clk0 [all_outputs]
==> ./design.v <==
`timescale 1ns / 1ps
module memory_controller(
	input clk,
	input rst,
	input read,
	input write,
	input[25:0] address,
	input[15:0] write_data,
	output[15:0] read_data,
	output busy,
	output reg[25:0] mem_address,
	output mem_oe,
	output mem_we,
	output mem_clk,
	output mem_adv,
	output mem_mt_ce,
	output mem_mt_ub,
	output mem_mt_lb,
	output mem_mt_cre,
	output flash_ce,
	inout[15:0] data
);
	parameter[1:0] STATE_IDLE = 2'd0, STATE_READING = 2'd1, STATE_WRITING = 2'd2;
	reg[1:0] current_state, next_state;
	always @(posedge clk, posedge rst) begin
		if(rst)
			current_state <= STATE_IDLE;
		else
			current_state <= next_state;
	end
	always @(current_state,read,write,counter) begin
		next_state = current_state;
		case(current_state)
			STATE_IDLE: begin
				if(write) begin
					next_state = STATE_WRITING;
				end
				else if(read) begin
					next_state = STATE_READING;
				end
				else begin
					next_state = current_state;
				end
			end
			STATE_WRITING: begin
				if(counter == 3'd6) begin
					next_state = STATE_IDLE;
				end
				else begin
					next_state = STATE_WRITING;
				end
			end
			STATE_READING: begin
				if(counter == 3'd6) begin
					next_state = STATE_IDLE;
				end
				else begin
					next_state = STATE_READING;
				end
			end
		endcase
	end
	always @(posedge clk, posedge rst) begin
		if(rst)
			mem_address <= 26'd0;
		else begin
			if(current_state == STATE_IDLE && (read || write))
				mem_address <= address;
			else
				mem_address <= mem_address;
		end
	end
	reg[2:0] counter;
	always @(posedge clk, posedge rst) begin
		if(rst)
			counter <= 3'd0;
		else begin
			if(current_state != STATE_IDLE)
				counter <= counter + 3'd1;
			else
				counter <= 3'd0;
		end
	end
	reg[15:0] data_reg;
	always @(posedge clk, posedge rst) begin
		if(rst)
			data_reg <= 16'd0;
		else begin
			if(current_state == STATE_IDLE && write)
				data_reg <= write_data;
			else if(current_state == STATE_READING && counter == 3'd6)
				data_reg <= data;
			else
				data_reg <= data_reg;
		end
	end
	assign read_data = data_reg;
	assign data = current_state == STATE_WRITING ? data_reg : 16'bzzzzzzzzzzzzzzzz;
	assign busy = current_state != STATE_IDLE;
	assign mem_oe = current_state != STATE_READING;
	assign mem_we = current_state != STATE_WRITING;
	assign mem_clk = 1'b0;
	assign mem_adv = 1'b0;
	assign mem_mt_ce = 1'b0;
	assign mem_mt_ub = 1'b0;
	assign mem_mt_lb = 1'b0;
	assign mem_mt_cre = 1'b0;
	assign flash_ce = 1'b1;
endmodule
==> results.txt <==
run metrics: clock root cell=clkbuf_8, initial core utilization=between 40% and 50%, simple share=1.86%, placed insts=286, Mapped Area=roughly 2200 sq um, syn_area_per_cell=14.8 sq um, post-CTS setup buffer count=0, Post-Place Cell Area=a little under 3000 sq um, library cells used by synthesis=19, IO Port Bufs=about 90, GPL Wtd Cong=just over 0.7, Synthesized registers=between 40 and 50, cts bufs inserted=5, post-synthesis sequential area ratio=between 50% and 60%, Mux area share=26.3%, DIE WIDTH=~75 microns, aoi share=roughly 1.6%, std cell rows=26, xor/xnor share=less than 1%, adder share=around 3.5%, Synth logic family=multiplexers, Post-Synthesis Cells=roughly 150, dpl ws=~350 ps, CTS Buffer Depth=2, # hold bufs at CTS=0, Last stage=4_1_cts, hpwl dp=a little under 3 mm, # resized after CTS=0, status=stopped before the end, Max H-tree Level=2, Top Ports=between 100 and 150, die height=approximately 75 microns, YS warnings=2, Err=[error] [KeplerFormal.cpp:679] Workflow failed: Iso has multiple drivers: .data0, data[0]$_DFFE_PP0P_.Q0, cell count in the Yosys report=146, YS chip area=2160 sq um, # clock sinks=47
[cell families after synthesis]
family          Yosys count
fa+ha+maj                 6
flops                    47
compound gates            4
mux                      44
xor+xnor                  1
buf+inv                  34
other cells               2
simple gates              8
[synthesized netlist by cell type]
master | count | area share, %
mux2i_1 | 2 | 0.93
a21oi_1 | 1 | 0.23
inv_1 | 7 | 1.2
nand2_1 | 1 | 0.17
nand2_4 | 1 | 0.52
xnor2_1 | 1 | 0.41
conb_1 | 2 | 0.35
nor2_1 | 5 | 0.87
buf_4 | 23 | 8.0
mux2_4 | 20 | 14
dfrtp_1 | 47 | 55
ha_1 | 6 | 3.5
mux2_2 | 22 | 11
clkbuf_8 | 1 | 0.64
nor2b_1 | 1 | 0.29
a31oi_1 | 2 | 0.58
buf_8 | 2 | 1.4
buf_2 | 1 | 0.23
o21ai_4 | 1 | 0.75
