==> ./design.v <==
`timescale 1ns / 1ps
module sram_model(
	input [9:0] addr,
	inout [7:0] data,
	input oe_n,
	input we_n
);
reg[7:0] sram[0:1023];
always @(posedge we_n)
	sram[addr] = data;
assign data = (oe_n == 0) ? sram[addr] : 8'bz;
endmodule
==> ./run.sh <==
#!/bin/bash
# OpenROAD 26Q1-2900-gdf79404cd8, Yosys 0.63+post, stock flow scripts
make -C /OpenROAD-flow-scripts/flow DESIGN_CONFIG=/design/flow/config.mk WORK_HOME=/design/flow/orfs finish
==> ./config.mk <==
export PLATFORM = sky130hd
export DESIGN_NAME = sram_model
export DESIGN_NICKNAME = sram_model
export VERILOG_FILES = /design/flow/design.v
export SDC_FILE = /design/flow/constraint.sdc
export NUM_CORES = 4
export LEC_CHECK = 1
export CORE_UTILIZATION = 50
export SYNTH_MEMORY_MAX_BITS = 65536
==> ./constraint.sdc <==
current_design sram_model

set clk_period 86.3
set clk_io_pct 0.2

create_clock -name clk0 -period $clk_period [get_ports {we_n}]

set non_clock_inputs [all_inputs -no_clocks]
set_input_delay [expr $clk_period * $clk_io_pct] -clock clk0 $non_clock_inputs
set_output_delay [expr $clk_period * $clk_io_pct] -clock clk0 [all_outputs]
==> ci_impl_report.md <==
## Implementation flow summary

| Metric | Value |
|---|---|
| Synth Area in Simple Gates | `3.04%` |
| # IOs | `20` |
| Synth top area share | `77.7%` |
| Die Ht | `798 microns` |
| CTS resizes | `0` |
| Post-Syn Area per Cell | `18.8 sq um` |
| Dpl cells | `24,694` |
| Synth flops | `8,192` |
| Hpwl dp | `531,000 microns` |
| Post-synth area hogs | `edfxtp_1 78%, mux2i_1 8.7%, mux4_2 5.2%` |
| Comb area leader | `multiplexers` |
| Yosys stat chip area | `317,000 sq um` |
| H-tree Lvls | `6` |
| Status | `stopped before the end` |
| # clock sinks | `8,192` |
| Fp_density | `50.3%` |
| CTS Buffer Depth | `4` |
| Synth Seq Share | `77.7%` |
| CTS root buf | `clkbuf_16` |
| Err | `[error] [KeplerFormal.cpp:679] Workflow failed: Iso has multiple drivers: .data1, place1278.X0` |
| Number of enable flip-flop cells | `8,192` |
| Post-Synth Adder-Cell Area | `0%` |
| Count leader, synth | `edfxtp_1` |
| GP Congestion | `0.917` |
| Async SR Flop Fraction | `0%` |
| Post CTS Setup Buffer Count | `0` |
| XOR-XNOR Cells, Area Fraction | `0%` |
| Gate count of the mapped netlist | `16,815` |
| Row count | `291` |
| IO Port Bufs | `10` |
| Ys cells | `16,815` |
| Cell type with the largest total area | `edfxtp_1` |
| Placed instance area | `328,000 sq um` |
| Hold-fix buffers, CTS | `0` |
| Pre-CTS setup slack | `43.71 ns` |
| Width of the chip | `798 microns` |
| Aoi share | `3.67%` |
| Ys flop type | `edfxtp_1` |
| CTS buffer count | `814` |
| Post-Syn Area | `317,000 sq um` |
| Multiplexer share of the synthesized area | `14.0%` |
| Failed at | `4_1_cts` |
| YS warnings | `2` |
| Synth top cells by count | `8,192 x edfxtp_1, 2,759 x mux2i_1, 1,517 x nor2_1` |
| Post-synth cell types | `63` |
## logic make-up after synthesis
| family | count (synthesis) |
|---|---|
| flip-flops | 8192 |
| multiplexers | 3516 |
| AND/OR/NAND/NOR | 2253 |
| AND-OR/OR-AND | 1757 |
| buffers and inverters | 1097 |
